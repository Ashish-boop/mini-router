===== flow/config.mk =====
export PLATFORM = sky130hd
export DESIGN_NAME = router_sync
export DESIGN_NICKNAME = router_sync
export VERILOG_FILES = /design/flow/design.v
export SDC_FILE = /design/flow/constraint.sdc
export NUM_CORES = 4
export LEC_CHECK = 1
export CORE_AREA = 10 10 92 92
export DIE_AREA = 0 0 102 102

===== flow/constraint.sdc =====
current_design router_sync

set clk_period 1.7
set clk_io_pct 0.2

create_clock -name clk0 -period $clk_period [get_ports {clock}]

set non_clock_inputs [all_inputs -no_clocks]
set_input_delay [expr $clk_period * $clk_io_pct] -clock clk0 $non_clock_inputs
set_output_delay [expr $clk_period * $clk_io_pct] -clock clk0 [all_outputs]

===== flow/design.v =====
module router_sync(
    input detect_add,
    input [1:0] data_in,
    input write_enb_reg,
    input clock,
    input resetn,
    input read_enb_0,
    input read_enb_1,
    input read_enb_2,
    input empty_0,
    input empty_1,
    input empty_2,
    input full_0,
    input full_1,
    input full_2,
    output vld_out_0,
    output vld_out_1,
    output vld_out_2,
    output reg [2:0] write_enb,
    output reg fifo_full,
    output reg soft_reset_0,
    output reg soft_reset_1,
    output reg soft_reset_2
);
reg [1:0] select_fifo;
reg [5:0] count_0, count_1, count_2;
always @(posedge clock)
begin
    if (!resetn) begin
        select_fifo <= 2'b00;
    end
    else if (detect_add) begin
        select_fifo <= data_in;
    end
end
always @(*) begin
    case (select_fifo)
        2'b00: fifo_full = full_0;
        2'b01: fifo_full = full_1;
        2'b10: fifo_full = full_2;
        default: fifo_full = 1'b0;
    endcase
end
assign vld_out_0 = ~empty_0;
assign vld_out_1 = ~empty_1;
assign vld_out_2 = ~empty_2;
always @(*) begin
    if (write_enb_reg) begin
        case (data_in)
            2'b00: write_enb = 3'b001;
            2'b01: write_enb = 3'b010;
            2'b10: write_enb = 3'b100;
            default: write_enb = 3'b000;
        endcase
    end else begin
        write_enb = 3'b000;
    end
end
always @(posedge clock) begin
    if(!resetn) begin
        count_0 <= 6'b000000;
        count_1 <= 6'b000000;
        count_2 <= 6'b000000;
        soft_reset_0 <= 1'b0;
        soft_reset_1 <= 1'b0;
        soft_reset_2 <= 1'b0;
    end
    else begin
        if(vld_out_0 && !read_enb_0) begin 
            if (count_0 < 6'd29) begin
                count_0 <= count_0 + 1'b1;
                soft_reset_0 <= 1'b0;            
            end else begin
                soft_reset_0 <= 1'b1;            
            end
        end else begin
            count_0 <= 6'd0;
            soft_reset_0 <= 1'b0;
        end
        if (vld_out_1 && !read_enb_1) begin
            if (count_1 < 6'd29) begin
                count_1 <= count_1 + 1'b1;
                soft_reset_1 <= 1'b0;
            end else begin
                soft_reset_1 <= 1'b1;
            end
        end else begin
            count_1 <= 6'd0;
            soft_reset_1 <= 1'b0;
        end
        if (vld_out_2 && !read_enb_2) begin
            if (count_2 < 6'd29) begin
                count_2 <= count_2 + 1'b1;
                soft_reset_2 <= 1'b0;
            end else begin
                soft_reset_2 <= 1'b1;
            end
        end else begin
            count_2 <= 6'd0;
            soft_reset_2 <= 1'b0;
        end
    end
end
endmodule

===== flow/run.sh =====
#!/bin/bash
# OpenROAD 26Q1-2900-gdf79404cd8, Yosys 0.63+post, stock flow scripts
make -C /OpenROAD-flow-scripts/flow DESIGN_CONFIG=/design/flow/config.mk WORK_HOME=/design/flow/orfs finish

==> flow_summary.toml <==
# physical design summary
[synthesis]
syn_area_per_cell_um2 = 9.04
yosys_cells = 129
numSynthFlops = 23
syn_area_um2 = 1170
synth_seq_share = 0.395
most_common_cell = "dfxtp_1"
ys.warnings.count = 1
async_flop_share = 0
ys_area_um2 = 1170
top_area_frac = 0.395
area_leaders = "dfxtp_1 (39%), ha_1 (6.4%), mux2i_1 (5.2%), inv_1 (3.9%), nand2_1 (3.5%)"
ff_type = "dfxtp_1"
largest_area_cell = "dfxtp_1"
yosysUniqueCellTypes = 32
common_cells = "dfxtp_1 (23), inv_1 (12), nand2_1 (11)"
postSynthCellCount = 129
edf_count = 0

[clock_network]
clk_latency_ps = 260
numCtsBuffers = 3
ctsHtreeMaxLevel = 1
postCtsSetupRepairBufs = 0
cts_num_sinks = 23
clkTransAtPathRegs_ps = 80
cts_hold_buf = 0
ctsLongestPathBuffers = 2
cts_tree = "yes"
cts-root-buf = "clkbuf_8"

[timing]
maxSlewHeadroom = 0.786
min_period_ps = 1620
period_used_share = 0.952
hold_viol = 0
max_freq_mhz = 618
worst_pin_slew_ps = 320
rsz0062_at_grt = "false"
setup_violations = 0
skew_ps = 1.23
maxSlewViolCount = 0

[job]
warning_count = 28
cap_violations = 0

[floorplanning]
coreArea_um2 = 6460
die_h_um = 102
fp-utilization = 0.181
die-area_um2 = 10400
die_w_um = 102
rows = 29
ioPinCount = 25

[detailed_routing]
wl_met1_mm = 1.26
drtPass1Iterations = 4
drtAntennaViolNets = 0
drt_iter0_markers = 31
maxUsedRoutingLayer = "met4"
route.met3.wl_um = 258
wirelength_mm = 2.50
met2_length_um = 942
wl_per_cell_um = 10.4
viasPerCell = 4.27
drcViolationCount = 0
n_antenna_cell = 0
vias = 1025

[global_route]
grt-ovfl-total = 0
grt_pass1_wl_mm = 4.16
grt_max_degree = 13
grt_pass1_vias = 914
grt_antenna_before_repair = 0
grt_usage = 0.0463

[worst_setup_path]
required_ps = 1360
cp-start-kind = "primary input"
worstPathArrival_ps = 1280
endpoint_kind = "output pin"
critPathKind = "primary input to output pin"
path_max_fanout = 4

[power]
power.density_nw_per_um2 = 618
max-vdd-ir-drop_uv = 182
total_power_uw = 988
leakagePower_nw = 0.639

[place]
gp_congestion = 0.788
port_buffers = 24
dp_hpwl_mm = 1.93
placedCellCount = 236

[final_layout]
areaGrowthSynthToFinish_pct = 37.2
fillers = 677
utilization = 0.248
drive_above_1_share = 0.104
fin_cells = 240

[hold_path]
holdCritPathClass = "primary input to flop"

[run_status]
status = "finished, final reports clean"
registers in the layout, summed over array words and instances, names as in the netlist:
register,cells
count_0,6
count_2,6
soft_reset_2,1
soft_reset_1,1
soft_reset_0,1
count_1,6
select_fifo,2
metrics by stage:
stage               setup TNS, ps  area [um^2]  hold WS [ps]  setup slack [ps]
global placement             -861         1560           478              -169
floorplan                       0         1170           459               281
detailed placement           -894         1560           477              -185
finish                          0         1600           448              81.2
global route                    0         1600           445              24.4
CTS                             0         1600           491              30.2
cell type report:
type	instances	area, um^2	share of cell area
Timing Repair Buffer	32	295	0.185
Inverter	12	45.0	0.0281
Multi-Input combinational cell	92	658	0.411
Tap cell	77	96.3	0.0602
Clock buffer	4	45.0	0.0281
Sequential cell	23	460	0.288
worst max-delay path, cell delays in order:
cell and delay, ps:
dlygate4sd2_1 270, and3b_1 210, clkdlybuf4s50_1 460
cell families after synthesis:
| kind of cell | synth area share |
|---|---|
| fa+ha+maj | 0.0644 |
| buf+inv | 0.0451 |
| mux | 0.0515 |
| compound gates | 0.121 |
| simple gates | 0.323 |
| flops | 0.395 |
timing repair:
action                                  CTS  global route
pin swaps                                 1             0
gates resized                             8             1
endpoints found under the setup margin    5             1
final timing paths:
kind               from           end  slack [ps]  depth (start not counted)
min             empty_2    count_2[5]         450                          3
max          data_in[0]  write_enb[2]          80                          3
max reg2reg  count_2[0]    count_2[3]         230                          5
min reg2reg  count_2[4]    count_2[4]         490                          2
where the power goes:
part	switching, mW	internal [mW]
Combinational	0.0339	0.0690
Sequential	0.00758	0.545
Clock	0.166	0.167
layout by cell type (no fill, tap or decap):
master	synthesis	routed
clkbuf_8	0	3
o211a_1	1	1
nor2b_1	2	2
o21a_1	2	2
and4b_1	4	4
nand4_1	2	2
dlymetal6s2s_1	0	1
or4_1	2	2
dfxtp_1	23	23
nor4b_1	2	2
o211ai_1	2	2
and2_1	1	1
nor4bb_1	1	1
a41oi_1	1	1
and3b_1	3	3
nand4b_1	2	2
ha_1	6	6
nor3_1	2	2
nand3_1	3	3
o21ai_1	0	1
or3_1	5	5
nor3b_2	3	4
o31ai_1	2	2
nand2b_1	2	2
buf_4	0	8
or3b_4	2	2
nand2_1	11	11
mux2i_1	6	6
inv_1	12	12
a211oi_1	3	3
clkdlybuf4s50_1	0	17
a21oi_1	6	6
dlygate4sd2_1	0	6
o21ai_0	5	4
nand3b_1	1	1
nor2_1	9	9
clkbuf_1	2	1
routing by layer:
layer / GRT usage / up-vias
li1: - / 535
met1: 0.0691 / 459
met2: 0.0657 / 29
met3: 0.0123 / 2
met4: 0.00868 / 0
met5: 0 / -
Power figures rest on the tool's default switching activity, not on a simulated workload.
