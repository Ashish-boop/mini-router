## /design/flow/design.v

```verilog
module router_reg #(
    parameter WIDTH = 8
) (
    clock,
    resetn,
    pkt_valid,
    data_in,
    fifo_full,
    rst_int_reg,
    detect_add,
    ld_state,
    laf_state,
    full_state,
    lfd_state,
    parity_done,
    low_pkt_valid,
    err,
    dout
);
  input clock;
  input resetn;
  input pkt_valid;
  input [WIDTH-1:0] data_in;
  input fifo_full;
  input rst_int_reg;
  input detect_add;
  input ld_state;
  input laf_state;
  input full_state;
  input lfd_state;
  output reg parity_done;
  output reg low_pkt_valid;
  output reg err;
  output reg [WIDTH-1:0] dout;
  reg [WIDTH-1:0] header_byte;
  reg [WIDTH-1:0] full_state_byte;
  reg [WIDTH-1:0] pkt_parity_byte;
  reg [WIDTH-1:0] int_parity_byte;
  always @(negedge clock) begin
    if (!resetn) begin
      parity_done <= 1'b0;
    end else if ((ld_state && !fifo_full && !pkt_valid) || (laf_state && low_pkt_valid && !parity_done)) begin
      parity_done <= 1'b1;
    end else if (detect_add) begin
      parity_done <= 1'b0;
    end
  end
  always @(negedge clock) begin
    if (!resetn) begin
      low_pkt_valid <= 1'b0;
    end else if (ld_state && !pkt_valid) begin
      low_pkt_valid <= 1'b1;
    end else if (rst_int_reg) begin
      low_pkt_valid <= 1'b0;
    end
  end
  always @(negedge clock) begin
    if (!resetn) begin
      dout <= 8'd0;
      header_byte <= 8'd0;
      full_state_byte <= 8'd0;
    end else begin
      if (detect_add && pkt_valid) begin
        header_byte <= data_in;
      end else if (lfd_state) begin
        dout <= header_byte;
      end else if (ld_state && !fifo_full) begin
        dout <= data_in;
      end else if (ld_state && fifo_full) begin
        full_state_byte <= data_in;
      end else if (laf_state) begin
        dout <= full_state_byte;
      end
    end
  end
  always @(negedge clock) begin
    if (!resetn) begin
      int_parity_byte <= 8'd0;
    end else begin
      if (detect_add) begin
        int_parity_byte <= 8'd0;
      end else if (lfd_state) begin
        int_parity_byte <= int_parity_byte ^ header_byte;   
      end else if (ld_state && !full_state && pkt_valid) begin
        int_parity_byte <= int_parity_byte ^ data_in;
      end
    end
  end
  always @(negedge clock) begin
    if (!resetn) begin
      pkt_parity_byte <= 8'd0;
    end else if (detect_add) begin
      pkt_parity_byte <= 8'd0;
    end else if ((ld_state && !fifo_full && !pkt_valid) ||(laf_state && low_pkt_valid && !parity_done)) begin
      pkt_parity_byte <= data_in;   
    end
  end
  always @(negedge clock) begin
    if (!resetn) begin
      err <= 1'b0;
    end else if (!parity_done) begin   
      err <= 1'b0;
    end else if (int_parity_byte !== pkt_parity_byte) begin      
      err <= 1'b1;
    end
  end
endmodule
```

## /design/flow/run.sh

```bash
#!/bin/bash
# OpenROAD 26Q1-2900-gdf79404cd8, Yosys 0.63+post, stock flow scripts
make -C /OpenROAD-flow-scripts/flow DESIGN_CONFIG=/design/flow/config.mk WORK_HOME=/design/flow/orfs finish
```

## /design/flow/config.mk

```make
export PLATFORM = sky130hd
export DESIGN_NAME = router_reg
export DESIGN_NICKNAME = router_reg
export VERILOG_FILES = /design/flow/design.v
export SDC_FILE = /design/flow/constraint.sdc
export NUM_CORES = 4
export LEC_CHECK = 1
export CORE_UTILIZATION = 50
```

## /design/flow/constraint.sdc

```tcl
current_design router_reg

set clk_period 3.0
set clk_io_pct 0.2

create_clock -name clk0 -period $clk_period [get_ports {clock}]

set non_clock_inputs [all_inputs -no_clocks]
set_input_delay [expr $clk_period * $clk_io_pct] -clock clk0 $non_clock_inputs
set_output_delay [expr $clk_period * $clk_io_pct] -clock clk0 [all_outputs]
```

==> results.txt <==
Results of the full flow below.

Status:
- The flow ran to the end, and the final reports show no timing, DRC or antenna violations.

Worst setup path:
- The run puts the highest net fanout along the worst path at 8.
- In this run the critical path is formed by dlygate4sd2_1 > buf_6 > nand2_2 > and4_4 > buf_12 > mux2i_2 > nor2b_1.
- The run puts the worst-case register-to-register setup slack at 1.67 ns.
- The run puts the count of buffer and inverter cells on the critical path at 3.
- Looking at the reg2reg group, the worst path ends at err$_SDFFE_NN0P_.
- The OpenROAD report gives the critical path a data arrival time of 1.69 ns.
- The run puts the data required time of the critical path at 1.73 ns.
- The run puts the depth of the worst register-to-register path at 4.
- For this design, the slowest cell found on the critical path is sky130_fd_sc_hd__dlygate4sd2_1.
- Looking at the reg2reg group, the worst path starts from int_parity_byte[0]$_SDFFE_NP0P_.
- STA classifies the critical path endpoint as a register.
- The critical path is of the in2reg type.
- The run puts the biggest cell delay along the critical path at 0.25 ns.
- STA classifies the critical path startpoint as an input pin.
- The run gives the family with the most delay on the worst path as buffers and inverters.

Place:
- During placement, the flow inserted port buffers numbering 28.
- RePlAce ended its routability-driven mode at a weighted congestion of 0.8487.
- The placed instances occupy a cell area of 0.002471 sq mm.
- Detailed placement ended at an HPWL of 2.967 mm.

Global routing:
- The number of antenna violations at the first check in global routing is 0.
- Global routing consumed, over all layers together, 23.99% of the routing resources.
- Summed over all layers, the global routing overflow is 0.
- The first global-routing pass estimated 7.403 mm of wire.
- The via count of the first global-routing pass is 1,647.
- Entering global routing, the biggest net connects 27 pins.

Drt:
- The run puts the remaining antenna violation count at 0.
- The run gives the average vias per placed instance as 4.900.
- Per the detail_route report, routed wire per instance is 13.37 um.
- The run puts the remaining design rule violation count at 0.
- The run gives the initial detailed-routing violation count as 53.
- For this block, the via count after detailed routing is 1,661.
- The run puts the number of diodes at 0.
- The run gives the number of iterations in the first detailed-routing pass as 4.
- The run puts the final wirelength at 4.533 mm.

Run:
- The tool flagged a number of max-cap violations equal to 0.
- The run gives the OpenROAD warning count as 70.

Final timing:
- The run gives the worst relative slew slack as 83.35%.
- The run puts the worst clock skew at 0.01431 ns.
- The run puts the slew of the pin with the lowest slew margin at 0.2475 ns.
- Summed over all failing endpoints, the final setup total negative slack is 0 ns.
- The run gives the max-slew violation count as 0.
- The run puts the number of failing setup endpoints in the final timing report at 0.
- Endpoints failing hold in the final report were tallied at 0.

Min path:
- Looking at hold timing, the worst path starts from dout[1]$_SDFFE_NN0P_.
- Note that the worst hold path type here is reg2reg.
- The run gives the number of cells on the worst hold path as 2.
- STA shows the worst min-delay path finishing at dout[1]$_SDFFE_NN0P_.

Final layout:
- The finished cells cover 0.002799 sq mm.
- The run gives the total area of multi-input combinational cells as 0.001049 sq mm.
- The run puts the fraction of final layout cells with drive strength greater than 1 at 24.05%.
- Counting the fill cells in the layout gives 253.
- The run gives the area growth from synthesis to final layout as 43.21%.
- The run gives the area of all sequential standard cells as 874.6 sq um.

Yosys:
- After synthesis, the chip area reported by Yosys is 0.001954 sq mm.
- The run gives the dominant cell type by area after synthesis as sky130_fd_sc_hd__dfxtp_1.
- The run gives the number of cell instances after yosys synthesis as 196.
- The run gives the number of storage elements in the synthesis netlist as 43.
- Sequential cells were found to cover 44.05% of the synthesized design area.
- The share of synthesized area in the top cell type comes to 44.05%.
- The run puts the number of enable flip-flop cells at 0.
- The run puts the post-synthesis cell area at 0.001954 sq mm.
- The run puts the count of cell types in the netlist at 28.
- The run puts the average size of a mapped cell at 9.971 sq um.
- The run puts the instance tally after logic synthesis at 196.
- The run gives the dominant register cell as sky130_fd_sc_hd__dfxtp_1.
- Warnings reported by Yosys during synthesis add up to 1.
- Sorting the synthesis cell report by count puts at the top sky130_fd_sc_hd__dfxtp_1.
- The synthesis run shows the most used standard cells to be sky130_fd_sc_hd__dfxtp_1 (43), sky130_fd_sc_hd__nand2_1 (25), sky130_fd_sc_hd__mux2i_1 (24).
- The run puts the share of async-settable or async-resettable flops after synthesis at 0%.
- Ranked by total cell area, the synthesized netlist is headed by sky130_fd_sc_hd__dfxtp_1 (44%), sky130_fd_sc_hd__mux2i_1 (12%), sky130_fd_sc_hd__xor2_1 (5.8%), sky130_fd_sc_hd__nand2_1 (4.8%), sky130_fd_sc_hd__mux2_2 (4.6%).

Power:
- The final power report lists total power as 1371 uW.
- The power report puts the leakage power at 0.001286 uW.
- The run gives the total power density per cell area as 489.9 mW/mm^2.
- The run puts the largest voltage drop on the vdd net at 309.5 uV.

Clock network:
- Looking at the clock tree report, the maximum root-to-sink buffer count equals 2.
- The run gives the clock edge transition at the registers on the reported setup and hold paths as 0.05 ns.
- The run puts the count of hold buffers inserted by post-cts repair at 0.
- The run gives the clock latency on the worst-skew pair as 0.36 ns.
- The run gives the number of H-tree levels as 2.
- CTS placed an instance of sky130_fd_sc_hd__clkbuf_8 at the clock tree root.
- The run gives the number of buffers created by CTS as 5.
- The run gives the clock tree from TritonCTS as built.
- For this design, the sink count on the clock tree is 43.

Floorplan:
- The run puts the total die area at 0.004163 sq mm.
- The run gives the core footprint as 0.003716 sq mm.
- The run puts the initial cell density of the core at 52.59%.
- The run puts the x dimension of the die at 64.52 um.
- The floorplan step set the die height to 64.52 um.
- The run puts the I/O pin total at 29.
- The run puts the total number of placement rows at 22.
metrics by stage:
step                      setup WS, ns  util, %  hold WS, ns  instances
after floorplan               -0.05285        -       0.4399        196
after global placement         -0.5861    66.50       0.4630        286
after detailed placement       -0.6340    66.50       0.4706        286
after CTS                  0.000003109    74.38       0.4703        338
after global routing         -0.003390    75.32       0.4781        339
final                          0.03584    75.32       0.4726        339
cells by family after synthesis:
logic type	after synthesis	share of synthesized area, %
AND/OR/NAND/NOR	61	15.62
flip-flops	43	44.05
multiplexers	32	16.90
AND-OR/OR-AND	29	11.33
XOR/XNOR	16	7.171
buffers and inverters	15	4.929
tightest hold or removal path, stage by stage, from the launching register on:
cell,delay (ns)
sky130_fd_sc_hd__dfxtp_2,0.31
sky130_fd_sc_hd__nand2_1,0.05
sky130_fd_sc_hd__o22ai_1,0.06
metal layers:
metal	track usage, %	vias to the layer above	routed length, um
li1	-	863	-
met1	36.62	769	2442
met2	32.89	25	1904
met3	7.857	4	159
met4	8.056	0	26
met5	0	-	0
report_power, final:
| part | internal, uW | switching [uW] |
|---|---|---|
| Combinational | 106 | 82.7 |
| Clock | 232 | 341 |
| Sequential | 595 | 13.5 |
registers in the layout, summed over array words and instances, names as in the netlist:
| register | count |
|---|---|
| dout | 8 |
| full_state_byte | 8 |
| header_byte | 8 |
| int_parity_byte | 8 |
| pkt_parity_byte | 8 |
| err | 1 |
| low_pkt_valid | 1 |
| parity_done | 1 |
worst max-delay path by stage:
stage / startpoint / to / cells after the start
6_report: pkt_valid / full_state_byte[3]$_SDFFE_NN0P_ / 7
4_1_cts: dout[6]$_SDFFE_NN0P_ / dout[6] / 1
5_1_grt: full_state / int_parity_byte[4]$_SDFFE_NP0P_ / 6
layout make-up:
cell class / instances / area share, %
well taps: 48 / 2.146
repair buffers: 57 / 19.89
clock buffers: 5 / 2.459
multi-input cells: 138 / 37.46
flip-flops and latches: 43 / 31.25
inverters: 3 / 0.6705
clock inverters: 45 / 6.124
timing repair:
item / CTS / global route
setup endpoints to repair: 45 / 14
setup buffers: 2 / 1
cloned: 1 / 0
gates resized: 46 / 12
pin swaps: 4 / 6
layout by cell type (no fill, tap or decap), types with 2 or more instances in the layout:
| cell | count |
|---|---|
| sky130_fd_sc_hd__inv_1 | 46 |
| sky130_fd_sc_hd__dfxtp_1 | 32 |
| sky130_fd_sc_hd__nand2_1 | 24 |
| sky130_fd_sc_hd__mux2i_1 | 22 |
| sky130_fd_sc_hd__buf_4 | 20 |
| sky130_fd_sc_hd__nor2_1 | 16 |
| sky130_fd_sc_hd__xor2_1 | 13 |
| sky130_fd_sc_hd__clkdlybuf4s15_1 | 13 |
| sky130_fd_sc_hd__dfxtp_2 | 11 |
| sky130_fd_sc_hd__clkdlybuf4s50_1 | 10 |
| sky130_fd_sc_hd__nor2b_1 | 9 |
| sky130_fd_sc_hd__o22ai_1 | 9 |
| sky130_fd_sc_hd__mux2_2 | 8 |
| sky130_fd_sc_hd__a21boi_0 | 8 |
| sky130_fd_sc_hd__a22oi_1 | 5 |
| sky130_fd_sc_hd__clkbuf_8 | 5 |
| sky130_fd_sc_hd__dlygate4sd2_1 | 4 |
| sky130_fd_sc_hd__buf_6 | 4 |
| sky130_fd_sc_hd__buf_12 | 4 |
| sky130_fd_sc_hd__a22oi_2 | 3 |
| sky130_fd_sc_hd__xnor2_1 | 3 |
| sky130_fd_sc_hd__nand2b_1 | 2 |
| sky130_fd_sc_hd__nand2_2 | 2 |
| sky130_fd_sc_hd__mux2i_2 | 2 |
Power figures rest on the tool's default switching activity, not on a simulated workload.
