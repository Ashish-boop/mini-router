<file path="run.sh">
#!/bin/bash
# OpenROAD 26Q1-2900-gdf79404cd8, Yosys 0.63+post, stock flow scripts
make -C /OpenROAD-flow-scripts/flow DESIGN_CONFIG=/design/flow/config.mk WORK_HOME=/design/flow/orfs finish
</file>
<file path="config.mk">
export PLATFORM = sky130hd
export DESIGN_NAME = router_fifo
export DESIGN_NICKNAME = router_fifo
export VERILOG_FILES = /design/flow/design.v
export SDC_FILE = /design/flow/constraint.sdc
export NUM_CORES = 4
export LEC_CHECK = 1
export CORE_UTILIZATION = 30
</file>
<file path="constraint.sdc">
current_design router_fifo

set clk_period 5.7
set clk_io_pct 0.2

create_clock -name clk0 -period $clk_period [get_ports {clock}]

set non_clock_inputs [all_inputs -no_clocks]
set_input_delay [expr $clk_period * $clk_io_pct] -clock clk0 $non_clock_inputs
set_output_delay [expr $clk_period * $clk_io_pct] -clock clk0 [all_outputs]
</file>
<file path="design.v">
`timescale 1ns / 1ps
module router_fifo #(
    parameter WIDTH = 9,
    parameter DEPTH = 16,
    parameter ADDR  = 4
) (
    input wire             clock,
    input wire             resetn,       
    input wire             soft_reset,   
    input wire             write_enb,
    input wire             read_enb,
    input wire [WIDTH-1:0] data_in,      
    input wire             lfd_state,    
    output reg empty,
    output reg full,
    output [7:0] data_out
);
  reg [WIDTH -1:0] fifo_mem[0:DEPTH-1];
  reg [ADDR-1:0] rd_ptr, wr_ptr;
  reg [ADDR:0] count;
  reg [   7:0] dout;
  reg [   7:0] pkt_count;   
  reg          pkt_active;   
  reg          pkt_complete;   
  reg          hi_z_active;   
  assign data_out = (hi_z_active) ? 8'bz : dout;
  wire read_byte = read_enb && !empty;
  wire write_byte = write_enb && !full;
  always @(negedge clock) begin
    if (!resetn) begin
      wr_ptr <= 4'h0;
      rd_ptr <= 4'h0;
      count <= 5'h0;
      empty <= 1'b1;
      full <= 1'b0;
      dout <= 8'h0;
      pkt_count <= 8'h0;
      pkt_active <= 1'b0;
      pkt_complete <= 1'b0;
      hi_z_active <= 1'b0;
    end else begin
      pkt_complete <= 1'b0;
      if (soft_reset) begin
        wr_ptr <= 4'h0;
        rd_ptr <= 4'h0;
        count <= 5'h0;
        empty <= 1'b1;
        full <= 1'b0;
        dout <= 8'h0;
        pkt_count <= 8'h0;
        pkt_active <= 1'b0;
        pkt_complete <= 1'b0;
        hi_z_active <= 1'b1;
      end else begin
        if (write_byte && count < DEPTH) begin
          fifo_mem[wr_ptr] <= {lfd_state, data_in};   
          wr_ptr <= wr_ptr + 1'b1;
          count <= count + 1'b1;
        end
        if (read_byte && count > 0) begin
          dout <= fifo_mem[rd_ptr][7:0];
          if (fifo_mem[rd_ptr][8]) begin
            pkt_count   <= fifo_mem[rd_ptr][7:2] + 8'd1;   
            pkt_active  <= 1'b1;
            hi_z_active <= 1'b0;   
          end else if (pkt_active) begin
            if (count !== 8'd0) begin
              pkt_count <= pkt_count - 8'd1;
              if (pkt_count == 8'd1) begin
                pkt_active   <= 1'b0;
                pkt_complete <= 1'b1;
                hi_z_active  <= 1'b1;   
              end
            end
          end
          rd_ptr <= rd_ptr + 1'b1;
          count  <= count - 1'b1;
        end
        if (empty && !pkt_active && !soft_reset) begin
        end
        empty <= (count == 0);
        full  <= (count == DEPTH - 1 && write_byte) ? 1'b1 : (count == DEPTH);
      end
    end
  end
endmodule
</file>
==> results_dict.tcl <==
# flow metrics
set metrics [dict create \
    postRouteAntennaNets 0 \
    ys_async_sr_fraction 0 \
    yosys_area_um2 6120 \
    cts.sinks 155 \
    drv_slew 0 \
    min_path_cells 2 \
    syn-mean-instance-area_um2 16.2 \
    power_density_nw_per_um2 338 \
    diodes 0 \
    status "finished, final reports clean" \
    synth_warnings 2 \
    critical_path_class "in2reg" \
    grt_use_met2 0.200 \
    layout-drive-gt1-share 0.147 \
    grt_max_degree 34 \
    post-cts-setup-buffers 0 \
    hp-start "rd_ptr[3]" \
    avgViaCountPerCell 4.44 \
    slew_headroom 0.462 \
    ff2ff_path_depth 5 \
    hpwl_mm 7.87 \
    synthesis.area_um2 6120 \
    cts_resized 0 \
    n_fill_cell 1697 \
    holdCritPathClass "reg2reg" \
    p_int_uw 2000 \
    ys_top_cells_by_count "128 x edfxtp_1, 40 x mux2i_1, 27 x dfxtp_1" \
    ios 25 \
    cp.required_ns 3.22 \
    routedWlPerCell_um 14.4 \
    cp-end-kind "flop" \
    flop_cell "edfxtp_1" \
    seqCellArea_um2 4390 \
    cts.path.max_buffers 2 \
    ys_seq_frac 0.716 \
    pwr-share-seq 0.455 \
    overflow 0 \
    power.leakage_uw 0.00323 \
    hold_buffers 0 \
    grt_use_met3 0.107 \
    crit_arrival_ns 2.94 \
    drv_cap 0 \
    warning_count 185 \
    die_y_um 145 \
    yosysCellCount 378 \
    switchingPower_uw 728 \
    edf_count 128 \
    clk_pin_slew_ns 0.04 \
    use_met1 0.159 \
    ys.flops 155 \
    netlist_instances 378 \
    portBuffers 22 \
    die-area_um2 21000 \
    startpoint_type "input port" \
    power.clock.fraction 0.528 \
    coreArea_um2 19700 \
    grt_pass1_vias 4241 \
    insertion_delay_ns 0.45 \
    htreeDepth 4 \
    critPathMaxFanout 4 \
    most_common_cell "edfxtp_1" \
    yosysTopAreaCellShare 0.628 \
    power_frac_comb 0.018 \
    drtIter0Drc 228 \
    syn_to_final_growth_pct 32.1 \
    rrSetupSlack_ns 2.92 \
    worst_slew_pin_slew_ns 0.786 \
    rr_endpoint "dout[5]" \
    rows 51 \
    power.total_uw 2730 \
    finalSetupViolCount 0 \
    skew_ns 0.0131 \
    cts_tree "done" \
    ir_worst_vdd_mv 0.196 \
    topCellsByArea "edfxtp_1 63%, dfxtp_1 8.8%, mux2i_1 6.5%" \
    switching_share 0.266 \
    antenna_found_initial 0 \
    drt_drc_violations_left 0 \
    fp_util 0.311 \
    grt_pass1_wl_mm 20.3 \
    cts_root_buf "clkbuf_16" \
    place_congestion 0.827 \
    fin_area_um2 8090 \
    cts_buffers 17 \
    combGateArea_um2 1610 \
    hold_violations 0 \
    gr-max-usage-layer "met2" \
    first_pass_iters 4 \
    synth_cell_types 42 \
    dpl-instance-area_um2 6960 \
    wirelength_mm 12.5 \
    num_vias 3865 \
    top_area_cell "edfxtp_1" \
    grt_setup_unrepaired "no" \
    grtUsageTotal 0.140 \
    die_width_um 145 \
]
==> power groups by stage <==
stage     clock network, uW  logic (uW)  registers (uW)
4_1_cts                1490        49.4            1240
5_1_grt                1640        54.7            1240
6_report               1440        49.0            1240
==> worst max path at each step <==
stage / from / endpoint / slack (ns)
4_1_cts: read_enb / count[4] / 0.28
5_1_grt: read_enb / count[4] / 0.23
6_report: read_enb / count[4] / 0.28
==> cell families after synthesis <==
kind of cell	after synthesis	synth area share
simple gates	63	0.0574
compound gates	66	0.0674
buf+inv	28	0.0231
fa+ha+maj	9	0.0196
xor+xnor	5	0.00715
flops	155	0.716
mux	52	0.109
==> state kept, by name (all words and copies together), names as in the netlist, named ones only <==
signal and count:
wr_ptr 4, empty 1, fifo_mem 128, rd_ptr 4, dout 8, count 5, full 1
==> cell type report <==
type / count / share of cell area
inverters: 11 / 0.00541
well taps: 265 / 0.0410
flip-flops and latches: 155 / 0.542
clock inverters: 170 / 0.0873
multi-input cells: 195 / 0.199
repair buffers: 57 / 0.0721
clock buffers: 17 / 0.0526
==> placed cells by master (no fill, tap or decap), types with 2 or more instances in the layout <==
cell type        netlist  routed
nand4_1                4       4
mux4_2                12      12
edfxtp_1             128     128
a22oi_1                4       4
ha_1                   8       8
nand3_1                6       6
clkbuf_16              0      17
or3_2                  3       2
buf_12                 0       8
clkinvlp_2             0       3
buf_4                  1      27
a21o_1                 2       2
nor2_1                10      10
clkdlybuf4s50_1        0      22
and2_1                 9       9
nor3_1                12      12
inv_4                  1       4
nor2b_1                4       3
a2111oi_0              4       4
o21ai_0               11      11
xnor2_1                2       2
o22ai_1               21      21
clkinv_4               0       3
nor4_1                 2       2
a21oi_1               16      16
inv_1                 11     168
dfxtp_1               27      26
mux2i_1               40      40
xor2_1                 3       3
nand2_1                5       5
o21ai_1                3       3
inv_8                  0       2
nand3b_1               2       2
==> worst max-delay path, stage by stage <==
cell	delay [ns]
clkdlybuf4s50_1	0.40
nor2b_4	0.13
o21ai_4	0.07
inv_4	0.06
fa_2	0.36
a21o_1	0.19
a21o_1	0.16
or3_4	0.32
a31oi_1	0.12
==> per-stage QoR <==
stage / instances / setup TNS (ns) / worst slack, ns / hold slack (ns) / utilization
floorplan: 378 / 0 / 0.0770 / 0.459 / -
global placement: 684 / -0.273 / -0.161 / 0.484 / 0.353
detailed placement: 684 / -0.317 / -0.171 / 0.489 / 0.353
CTS: 870 / 0 / 0.284 / 0.492 / 0.410
global route: 870 / 0 / 0.230 / 0.517 / 0.410
finish: 870 / 0 / 0.281 / 0.484 / 0.410
==> layer usage <==
metal  share of wire  vias up
met4           0.017        0
met3            0.12       17
met1            0.38     1775
li1                -     1918
met2            0.48      155
met5               0        -
No activity file was given, so power comes from the tool's default toggle rates.
